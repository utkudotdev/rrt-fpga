`design.v`:
```
module prng64 (
    input clk,
    input rst_n,
    input enable,
    input [63:0] seed,
    output logic [63:0] out
);
    always_ff @(posedge clk) begin
        if (!rst_n) begin
            out <= seed;
        end else if (enable) begin
            logic [63:0] x0;
            logic [63:0] x1;
            logic [63:0] x2;
            logic [63:0] x3;
            x0 = out;
            x1 = x0 ^ (x0 << 13);
            x2 = x1 ^ (x1 >> 7);
            x3 = x2 ^ (x2 << 17);
            out <= x3;
        end
    end
endmodule
```
`run.sh`:
```
#!/bin/bash
# OpenROAD 26Q1-2900-gdf79404cd8, Yosys 0.63+post, stock flow scripts
make -C /OpenROAD-flow-scripts/flow DESIGN_CONFIG=/design/flow/config.mk WORK_HOME=/design/flow/orfs finish
```
`config.mk`:
```
export PLATFORM = sky130hd
export DESIGN_NAME = prng64
export DESIGN_NICKNAME = prng64
export VERILOG_FILES = /design/flow/design.v
export SDC_FILE = /design/flow/constraint.sdc
export NUM_CORES = 4
export LEC_CHECK = 1
export CORE_UTILIZATION = 30
```
`constraint.sdc`:
```
current_design prng64

set clk_period 3.1
set clk_io_pct 0.2

create_clock -name clk0 -period $clk_period [get_ports {clk}]

set non_clock_inputs [all_inputs -no_clocks]
set_input_delay [expr $clk_period * $clk_io_pct] -clock clk0 $non_clock_inputs
set_output_delay [expr $clk_period * $clk_io_pct] -clock clk0 [all_outputs]
```
==> out/results.ini <==
[timing]
rsz0062_at_grt=no
fin_ws_ns=1.10
setup_viol=0
tightest_slew_ns=0.536
maxSlewHeadroom_pct=64.2
skew_ns=0.00475
drv_slew=0
fin_tns_setup_ns=0
period_needed_ns=2.00
hold_viol=0
post-route-period-util_pct=64.7
fmax_mhz=499

[routing]
wl_um=11200
drcViolationCount=0
first_pass_iters=4
drtIter0Drc=137
vias=2938
diodes=0
ant_nets=0
routedWlPerCell_um=17.2
viasPerCell=4.50

[cells_and_area]
final_common_cell=xnor2_1
largest_register=out
final_cell_mix=132 x xnor2_1, 129 x clkdlybuf4s50_1, 64 x edfxtp_1
seqCellArea_um2=1920
areaGrowthSynthToFinish_pct=45.2
drive_gt1_share_pct=8.52
largest_reg_flops=64
design_area_um2=5850
fillCellCount=1149
reg_top3=out: 64 flops
layout.area.comb_um2=2060

[cts]
cts_tree=built
clk_latency_ns=0.33
clkSinkCount=64
hold_buffers=0
cts_made_buffers=9
ctsResizeCount=0
cts_buffer_depth=2
cts_setup_buffers=0
root_buffer=clkbuf_16
h-tree-depth=3
cts.clk_slew.worst_paths_ns=0.05

[flow_run]
warnings=25
drv_cap=0

[synthesis]
synth-warning-count=1
ys_cells=344
ys_seq_share_pct=47.7
synth_flops=64
synth_area_um2=4030
ys_area_um2=4030
post_synth.cell_area_avg_um2=11.7
ys_sh_simple_pct=3.98
ys_types=10
top_logic_kind=XOR/XNOR gates
aoi_share_pct=5.09
syn_inst=344
ys_sh_xor_pct=35.6
muxShareOfSynthArea_pct=6.52
ys_sh_adder_pct=0

[grt]
met3_usage_pct=5.88
grt_util_met1_pct=26.7
grt_overflow_total=0
antenna_found_initial=0
grt_max_degree=65
grt_pass1_wl_um=17400
busiest_layer=met1
grt_pass1_vias=3135
grt_use_total_pct=17.0
met2_usage_pct=24.5

[placement]
place_ws_ns=1.10
dp.final_hpwl_um=8650
gp_congestion=0.809
port_buffers=130
placed_area_um2=5550

[critical_path]
crit_path_max_fanout=4
crit_path_start_kind=flop
cp.arrival_ns=1.38
r2r_end=out[27]
slowest_delay_ns=0.53
crit_type=flop to primary output
critPathCaptureType=primary output
critPathSlowestCell=edfxtp_1
cp_cell_sequence=clkdlybuf4s50_1
r2r_start=out[17]
reg2reg_slack_ns=1.30
cp_top_family=flip-flops
required_ns=2.48
r2r_cells=4
path_buffers=1

[pwr]
peakVddDrop_mv=0.552
powerDensity_nw_per_um2=1710
p_leak_nw=1.96

[die]
die_x_um=118
core_area_um2=12900
die_height_um=118
fp_util_pct=31.3
placementRows=41
pin_count=131
die_area_um2=13900

[worst_hold_path]
hold_path_class=flop to flop
min_path_cells=2
hold_end=out[1]
hold_path_startpoint=out[1]

[status]
status=finished clean

[logic make-up (layout without fill, tap and decap cells)]
group,count (synthesis),in the layout
XOR/XNOR,162,162
flip-flops,64,64
AND/OR/NAND/NOR,42,42
AND-OR/OR-AND,41,41
multiplexers,23,23
buffers and inverters,12,149
[metal layers]
layer | share of wire (%) | up-vias
met5 | 0 | -
met4 | 0.85 | 0
met3 | 8.6 | 10
met2 | 44 | 141
met1 | 47 | 1354
li1 | - | 1433
[report_power, final]
part / internal (mW) / leakage, nW / switching (mW) / total (mW)
clock: 0.696 / 0.146 / 0.359 / 1.05
sequential: 1.77 / 0.643 / 0.622 / 2.40
combinational: 3.72 / 1.17 / 2.86 / 6.58
[worst max path at each step]
stage | from | end | slack (ns) | cells past startpoint
after CTS | out[24] | out[24] | 1.09 | 1
final | out[24] | out[24] | 1.10 | 1
after global routing | out[24] | out[24] | 1.06 | 1
[cells in the mapped netlist (all sizes together)]
cell type | instances | area [um^2]
clkbuf | 12 | 45.0
a21oi | 41 | 205
nor2 | 41 | 154
nand2b | 1 | 6.26
mux2 | 23 | 263
xnor2 | 132 | 1160
xor2 | 30 | 278
edfxtp | 64 | 1920
[through the flow]
stage	power [mW]	hold slack, ns	util, %	std cells
CTS	10.1	0.841	45.4	653
global route	10.8	0.894	45.4	653
floorplan	7.02	0.724	-	344
detailed placement	9.01	0.823	43.1	637
global placement	8.94	0.817	43.1	637
finish	10.0	0.829	45.4	653
[area by class of cell]
cell class	count	share of cell area (%)
clock inverter	5	1.22
multi-input combinational	268	35.3
clock buffer	11	3.98
tap	172	3.68
sequential	64	32.8
timing repair buffer	133	23.0
Power figures rest on the tool's default switching activity, not on a simulated workload.
